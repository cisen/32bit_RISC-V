## ./run.sh

```bash
#!/bin/bash
# OpenROAD 26Q1-2900-gdf79404cd8, Yosys 0.63+post, stock flow scripts
make -C /OpenROAD-flow-scripts/flow DESIGN_CONFIG=/design/flow/config.mk WORK_HOME=/design/flow/orfs finish
```

## ./config.mk

```make
export PLATFORM = sky130hd
export DESIGN_NAME = fetch
export DESIGN_NICKNAME = fetch
export VERILOG_FILES = /design/flow/design.v
export SDC_FILE = /design/flow/constraint.sdc
export NUM_CORES = 4
export LEC_CHECK = 1
export CORE_UTILIZATION = 50
```

## ./constraint.sdc

```tcl
current_design fetch

set clk_period 2.6
set clk_io_pct 0.2

create_clock -name clk0 -period $clk_period [get_ports {CLK}]

set non_clock_inputs [all_inputs -no_clocks]
set_input_delay [expr $clk_period * $clk_io_pct] -clock clk0 $non_clock_inputs
set_output_delay [expr $clk_period * $clk_io_pct] -clock clk0 [all_outputs]
```

## ./design.v

```verilog
module fetch(
	input 			CLK,
	input 			RSTn,
	input 			stall,
	input 			br_en,   
	input  [31:0] 	br_addr, 
	output [31:0] 	PC,      
	output [31:0]   PC_Brmux
);
reg [31:0] PC_reg; 
reg [31:0] PC_Brmux_reg;
always @(posedge CLK or negedge RSTn)
begin
	if (!RSTn) 
		begin
			PC_reg <= 0;
			PC_Brmux_reg <= 0;		
		end
	else  if (!stall)
		begin
			PC_reg <= PC_reg + 3'b100;
			PC_Brmux_reg <= PC_reg;	
		end
	else 
	 	begin
			PC_reg <= PC_reg;
		end
end
assign PC = br_en ? br_addr : PC_reg;
assign PC_Brmux = PC_Brmux_reg;
endmodule
```

==> Changelog: implementation <==
### Changed

* Clock sinks at approximately 60
* GRT met1 Usage at approximately a third
* Clk pin slew, worst setup/hold paths at 60 ps
* Antenna Cells at 0
* Clock Skew at 4.324 ps
* Max FO, Critical Path at 35
* CTS H-Tree Depth at 3
* Crit path launch type: input pin
* XORs/XNORs by Area at ~9%
* GRT Util Overall at roughly a fifth
* Top delay family on crit path: buffers and inverters
* I/O pin count at 100
* Met3 Use GR at approximately 3.3%
* Cell repeated most along the worst path: clkdlybuf4s50_1
* DRT Wirelength at ~5600 microns
* First-pass GRT wire length at about 10000 microns
* Post-Syn Area at between 0.002 and 0.003 sq mm
* Post-DR vias/cell at between 5 and 6
* Tool warnings at 26
* Remaining antenna violation count at 0
* CTS tree: done
* Leakage at approximately 1.8 nW
* Final hold vios at 0
* Initial antenna violation count at 0
* Outcome: complete, no violations
* Drt pass-1 iters at 4
* Post-synthesis mux area share at 21.71%
* Worst Tran Pin Value at 752.0 ps
* Yosys Instances at 222
* Aoi share at roughly 1.1%
* Hold WS at roughly 260 ps
* Met2 GRT Util at between 30% and 40%
* Peak VDD IR at 0.3405 mV
* Initial Util at around half
* Required @ worst endpoint at approximately 2100 ps
* Core footprint at 0.005507 sq mm
* Residual DRC count at 0
* Rows at 27
* GPL Wtd Cong at about 0.8
* Worst Path Arrival at approximately 2000 ps
* Wire length per cell at 13.95 microns
* Highest Clock Rate at 0.3920 GHz
* Die width at 77.54 microns
* Relative slew slack at roughly half
* Crit share post-route at 98.12%
* Grt ovf at 0
* Finish-stage setup viols at 0
* Synth warnings at 1
* Die height at between 70 and 80 microns
* Post-CTS Setup Inserts at 0
* Hold Buf Count CTS at 0
* Vias in the first global route at 2,061
* Vias at 2,055
* Global route hottest layer: met2
* Largest stage delay on the critical path at 500 ps
* Post-Synthesis Cells at approximately 220
* Crit path cell chain: clkdlybuf4s50_1 > buf_12 > mux2_2 > clkdlybuf4s50_1
* Post-DP HPWL at around 4000 microns
* Largest logic family: multiplexers
* HP Class: in -> async
* Most frequent cells in the layout: clkdlybuf4s50_1 (95), dfrtp_1 (60), mux2_2 (55)
* Syn avg cell area at between 10 and 15 sq um
* Post-Synth Adder-Cell Area at less than 1%
* Max_cap viols at 0
* CTS buffer count at 9
* Latency at later pin at between 300 and 400 ps
* Slowest cell on crit path: clkdlybuf4s50_1
* Root Driver: clkbuf_8
* Top cell excl fill/tap: clkdlybuf4s50_1
* Post-synthesis chip area from yosys at approximately 0.0029 sq mm
* Unrepaired setup endpoints after global routing: no
* Yosys cell types at 28
* Chip area at 0.006012 sq mm
* Port bufs at around 97
* Register area share after synthesis at a little over half
* Critical Path End Type: primary output
* Largest net degree at the start of global routing at 36
* Crit path time final at 2551 ps
* Post-route setup TNS at 0 ps
* Max Slew Vio Count at 0
* Simple Share, Synth at 12.68%
* CTS resizes at 0
* Ys flops at 60
* Area Overhead vs Synth at 43.20%
* Drt first-iter violations at 76
* Crit Path Class: in -> out
* Max Root-Sink Buffers at 2
* PwrDens at slightly below 600 mW/mm^2
* Share of layout cells above drive strength 1 at about a quarter
* CP bufs+invs at 3
==> through the flow <==
stage                     power [mW]  worst slack [ps]  std cells  util (%)  instance area (sq um)
after global routing           2.496             1.183        400     74.19                   4085
final                          2.355             48.76        400     74.19                   4085
after floorplan                1.322             604.2        223         -                   2856
after detailed placement       1.638             48.18        384     70.89                   3904
after CTS                      2.392             43.01        400     74.19                   4085
after global placement         1.626             49.66        384     70.89                   3904
==> Yosys cell counts (all sizes together) <==
cell | count | share of area (%)
and2 | 4 | 0.88
and3 | 4 | 0.88
and4 | 2 | 0.61
buf | 7 | 1.4
clkbuf | 5 | 0.66
conb | 1 | 0.13
dfrtp | 60 | 53
ha | 1 | 0.44
inv | 3 | 0.39
mux2 | 55 | 22
nand2 | 12 | 1.6
nand2b | 1 | 0.22
nand3 | 9 | 1.6
nand4 | 9 | 2.5
nand4b | 2 | 1.4
nor2 | 5 | 0.66
nor3 | 4 | 1.1
nor4 | 2 | 0.97
o21ai | 6 | 1.1
or3 | 1 | 0.39
xnor2 | 23 | 7.1
xor2 | 6 | 1.8
==> where the power goes <==
part	switching (mW)	leakage [nW]	total (mW)	internal, mW
logic	0.144	0.934	0.475	0.331
clock network	0.319	0.0937	0.742	0.424
registers	0.105	0.808	1.14	1.03
==> layout make-up <==
type | count | area (sq um)
Tap cell | 72 | 90.09
Fill cell | 391 | 1421
Inverter | 3 | 11.26
Timing Repair Buffer | 101 | 1016
Clock buffer | 15 | 176.4
Clock inverter | 1 | 5.005
Multi-Input combinational cell | 148 | 1285
Sequential cell | 60 | 1501
==> cell families (layout without fill, tap and decap cells) <==
family          after synthesis  after routing
buf+inv                      15            120
simple gates                 55             55
flops                        60             60
other cells                   1              2
fa+ha+maj                     1              1
xor+xnor                     29             29
mux                          55             55
compound gates                6              6
==> worst paths after layout <==
path / start / to / cells after the start / slack [ps]
max reg2reg: PC_reg[14] / PC_reg[31] / 4 / 770
min reg2reg: PC_Brmux_reg[18] / PC_Brmux_reg[18] / 2 / 490
min: RSTn / PC_Brmux_reg[4] / 1 / 260
max: br_en / PC[15] / 4 / 50
max in group asynchronous: RSTn / PC_reg[16] / 2 / 1750
min in group clk0: PC_Brmux_reg[18] / PC_Brmux_reg[18] / 2 / 490
==> per-layer routing <==
| layer | routed length, microns | up-vias |
|---|---|---|
| met4 | 66 | 0 |
| met3 | 264 | 7 |
| li1 | - | 977 |
| met5 | 0 | - |
| met1 | 2537 | 1003 |
| met2 | 2712 | 68 |
Power figures rest on the tool's default switching activity, not on a simulated workload.
