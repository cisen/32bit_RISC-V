## /design/flow/design.v

```verilog
module alu#(
	parameter DATAWIDTH = 32
)
(
	input 	[ DATAWIDTH - 1 : 0 ] 	rs1,
	input 	[ DATAWIDTH - 1 : 0 ] 	rs2,
	input 	[ 3:0] 					op,
	output 	 [ DATAWIDTH - 1 : 0 ] 	rd,
	output 							overflow
);
localparam SLL  = 4'b0001; 
localparam SrL  = 4'b0010; 
localparam SrA  = 4'b0011; 
localparam add  = 4'b0100; 
localparam Sub  = 4'b0101; 
localparam Lui  = 4'b0110; 
localparam Slt  = 4'b0111; 
localparam Sltu = 4'b1000; 
localparam Xor  = 4'b1001; 
localparam Or   = 4'b1010; 
localparam And  = 4'b1011; 
localparam Mul  = 4'b1100; 
wire signed [ DATAWIDTH - 1 :0 ] signed_rs1;
wire signed [ DATAWIDTH - 1 :0 ] signed_rs2;
reg [63:0] rs_sra;
reg [32:0] rdata;
assign rd = rdata[31:0];
assign signed_rs1 = rs1;
assign signed_rs2 = rs2;
assign overflow = rdata[32];
always @(*) 
 		begin
 			case(op)
			SLL :		rdata = rs1 << rs2;
			SrL :		rdata = rs1 >> rs2[4:0];
			SrA :		if (rs1[31] == 1)
						 	begin
								rs_sra = {32'hffff_ffff,rs1[31:0]};
								rdata = rs_sra >> rs2[4:0];
							end
						else 
							begin
								rdata = rs1 >> rs2[4:0];
							end
			add :		rdata = rs1 + rs2;
			Sub :		rdata = rs1 - rs2;
			Lui :		rdata = { rs2[31:12],12'h000 };
			Slt :		rdata = ( signed_rs1 < signed_rs2 ) ? 1 : 0;
			Sltu: 		rdata = ( rs1 < rs2 ) ? 1 : 0;
			Xor :		rdata = rs1 ^ rs2;
			Or  :		rdata = rs1 | rs2;
			And :		rdata = rs1 & rs2;
			Mul :		rdata = rs1 * rs2;
			default:	rdata = rs1 + rs2;
			endcase
		end
endmodule
```

## /design/flow/run.sh

```bash
#!/bin/bash
# OpenROAD 26Q1-2900-gdf79404cd8, Yosys 0.63+post, stock flow scripts
make -C /OpenROAD-flow-scripts/flow DESIGN_CONFIG=/design/flow/config.mk WORK_HOME=/design/flow/orfs finish
```

## /design/flow/config.mk

```make
export PLATFORM = sky130hd
export DESIGN_NAME = alu
export DESIGN_NICKNAME = alu
export VERILOG_FILES = /design/flow/design.v
export SDC_FILE = /design/flow/constraint.sdc
export NUM_CORES = 4
export LEC_CHECK = 1
export CORE_UTILIZATION = 30
```

## /design/flow/constraint.sdc

```tcl
current_design alu

set clk_period 24.7
set clk_io_pct 0.2

create_clock -name clk0 -period $clk_period

set non_clock_inputs [all_inputs -no_clocks]
set_input_delay [expr $clk_period * $clk_io_pct] -clock clk0 $non_clock_inputs
set_output_delay [expr $clk_period * $clk_io_pct] -clock clk0 [all_outputs]
```

==> flow_metrics.py <==
# Synthesis and PnR figures
metrics = {
    "outcome": {
        "status": "finished, final reports clean",
    },
    "critical_path": {
        "cp-end-kind": "output pin",
        "critPathRequiredTime_ps": 19760,
        "critPathBufInv": 7,
        "crit_arrival_ps": 14180,
        "path_class": "in2out",
        "critPathMaxFanout": 21,
        "slowest_stage": "inv_1",
        "slowest_delay_ps": 890,
        "path_delay_family": "adder cells",
        "worstSetupStartpointType": "input port",
        "critPathLaunch": "rs2[7]",
        "crit_cells": 27,
        "crit_top_cell": "fa_1",
    },
    "placed_design": {
        "dp_slack_ps": 5630,
        "dp.cells": 4240,
        "dp_hpwl_um": 90000,
        "gp_congestion": 1.05,
        "io_buffers": 101,
    },
    "route": {
        "vias": 23700,
        "wl_per_cell_um": 27.3,
        "drc": 0,
        "drt-initial-drc-count": 2106,
        "vias_per_cell": 5.59,
        "drtPass1Iterations": 7,
        "final_antenna_net_count": 0,
        "drt-total-wl_um": 116000,
    },
    "final_timing": {
        "maxSlewViolCount": 0,
        "relSlewSlack_pct": 22.9,
        "hold_violations": 0,
        "tightest_slew_ps": 1140,
        "final.setup.tns_ps": 0,
        "rsz0062_at_grt": "no",
        "finalClockPeriodUsage_pct": 77.4,
        "setup_ws_ps": 5580,
        "min_period_ps": 19120,
        "clock.fmax_mhz": 52.3,
        "setup_viol": 0,
    },
    "layout": {
        "stdcell_count": 4246,
        "areaGrowthSynthToFinish_pct": 9.57,
        "drive_gt1_share_pct": 6.38,
        "n_clock_buffer": 0,
        "seqCellArea_um2": 0,
        "flops": 0,
    },
    "floorplan": {
        "die_h_um": 289,
        "ioPinCount": 101,
        "die_area_mm2": 0.0837,
        "fp.dieW_um": 289,
        "core_mm2": 0.0811,
        "fp_util_pct": 30.5,
        "rows": 104,
    },
    "yosys": {
        "syn_area_mm2": 0.0248,
        "synth_seq_share_pct": 0,
        "synth_cells": 3179,
        "ys_cells": 3179,
        "top_area_cell": "fa_1",
        "ys_sh_simple_pct": 17.1,
        "synthTopLogicFamily": "adder cells",
        "ys_sh_adder_pct": 46.7,
        "muxShareOfSynthArea_pct": 6.47,
        "topCellsByArea": "fa_1, ha_1, inv_1",
        "ys_area_mm2": 0.0248,
        "ys_sh_aoi_pct": 15.4,
        "top_area_share_pct": 35.6,
        "yosys.cell_types.count": 87,
        "synthXorXnorAreaFrac_pct": 3.08,
        "avgSynthCellArea_um2": 7.79,
        "ys_warn_count": 1,
    },
    "worst_hold_path": {
        "min_path_type": "in2out",
        "min_delay_path_depth": 5,
        "hp-start": "rs2[4]",
    },
    "power_and_ir_drop": {
        "p_per_area_mw_per_mm2": 260,
        "irDropWorstVdd_v": 0.000538,
        "intPower_mw": 2.68,
        "switching_share_pct": 61.9,
        "leakagePower_nw": 12.7,
        "p_total_mw": 7.04,
        "switchingPower_mw": 4.36,
    },
    "clock_network": {
        "cts_setup_buffers": 0,
        "cts-hold-fix-buffers": 0,
        "ctsResizeCount": 0,
    },
    "global_routing": {
        "grt_overflow": 0,
        "grt_pass1_vias": 24300,
        "grt_start_max_net_pins": 49,
        "grt_pass1_wl_um": 170000,
        "antenna_found_initial": 7,
        "grt_util_all_layers_pct": 29.6,
    },
    "job": {
        "drv_cap": 0,
        "warnings": 96,
    },
}
==> metrics by stage <==
stage	utilization [%]	cell area, µm²	hold slack [ps]
4_1_cts	33.5	27100	11040
6_report	33.5	27100	10990
3_3_place_gp	33.5	27100	11050
5_1_grt	33.5	27100	11090
2_1_floorplan	-	24800	10090
3_5_place_dp	33.5	27100	11020
==> path summary, 6_finish.rpt <==
kind / end / slack, ps
worst min-delay path: rd[11] / 10990
worst max-delay path: rd[26] / 5580
==> layout by cell type, fill, tap and decap left out, types with 30 or more instances in the layout <==
master	instances
inv_1	499
nor2_1	498
fa_1	440
nand2_1	347
ha_1	220
a21oi_1	149
o21ai_0	117
buf_4	115
clkdlybuf4s50_1	96
xnor2_1	68
mux2i_1	59
nor3_1	44
mux4_2	38
nand3_1	30
==> per-layer routing <==
metal | GRT usage, % | wire length, µm
met1 | 40.6 | 46300
met2 | 40.5 | 47600
met3 | 14.8 | 16300
met4 | 11.1 | 5590
met5 | 0 | 211
==> power groups by stage <==
stage | sequential, mW | clock [mW] | combinational [mW]
CTS | 0 | 0 | 6.98
global route | 0 | 0 | 7.65
==> final cells by class <==
cell class	instances	area (µm²)
repair buffers	214	1840
fillers	8599	53900
well taps	1060	1330
multi-input cells	2446	22000
diodes	6	15.0
inverters	520	1950
==> kinds of logic after synthesis <==
group,Yosys count
buffers and inverters,733
muxes,111
and+or+nand+nor,1024
AOI/OAI and AO/OA,564
xor gates and xnor gates,87
adders and majority gates,660
==> cell usage after synthesis, types with 20 or more instances <==
cell / number
fa_1: 440
ha_1: 220
clkbuf_1: 159
nand2b_1: 20
a211oi_1: 27
mux2i_1: 60
nor2_1: 498
o211ai_1: 29
xnor2_1: 68
nand3_1: 30
a221oi_1: 29
o21ai_0: 117
nand2_1: 347
mux4_2: 38
nor3_1: 45
buf_1: 28
a21o_1: 27
inv_1: 500
a21oi_1: 149
Power and IR drop assume default switching activity.
